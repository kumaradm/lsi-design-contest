==> design.v <==
module sreg_sipo_9x16_bit
    #(parameter N_IN=9,
        parameter WIDTH=16) (
        input clk, rst, load,
        input [WIDTH-1:0] in_serial,
        input [N_IN*WIDTH-1:0] in_parallel,  
        output reg [N_IN*WIDTH-1:0] out_parallel  
    );
    reg [N_IN*WIDTH-1:0] sreg;     
    always @(posedge clk or posedge rst) begin
        if (rst) begin
            sreg <= 144'b0;
            out_parallel <= 144'b0;
        end else if (load) begin
            out_parallel <= sreg;
        end else begin
            sreg <= {sreg[N_IN*WIDTH-WIDTH-1:0], in_serial[WIDTH-1:0]};  
        end
    end
endmodule
==> run.sh <==
#!/bin/bash
# OpenROAD 26Q1-2900-gdf79404cd8, Yosys 0.63+post, stock flow scripts
make -C /OpenROAD-flow-scripts/flow DESIGN_CONFIG=/design/flow/config.mk WORK_HOME=/design/flow/orfs finish
==> config.mk <==
export PLATFORM = sky130hd
export DESIGN_NAME = sreg_sipo_9x16_bit
export DESIGN_NICKNAME = sreg_sipo_9x16_bit
export VERILOG_FILES = /design/flow/design.v
export SDC_FILE = /design/flow/constraint.sdc
export NUM_CORES = 4
export LEC_CHECK = 1
export CORE_UTILIZATION = 50
==> constraint.sdc <==
current_design sreg_sipo_9x16_bit

set clk_period 1.2
set clk_io_pct 0.2

create_clock -name clk0 -period $clk_period [get_ports {clk}]

set non_clock_inputs [all_inputs -no_clocks]
set_input_delay [expr $clk_period * $clk_io_pct] -clock clk0 $non_clock_inputs
set_output_delay [expr $clk_period * $clk_io_pct] -clock clk0 [all_outputs]
==> flow_summary_export.csv <==
group,metric,value,unit
synth,netlist_instances,609,
synth,area_leaders,"dfrtp_1, mux2_2, buf_6, buf_2, mux2_1",
final_timing,setup_viol,144,
grt,grt_util_all_layers,18.9,%
cts,cts_buffers,31,
grt,grt_pass1_vias,5861,
routing,routed_wirelength,19000,um
min_path,hp-class,"in -> reg",
synth,yosysUniqueCellTypes,6,
critical_path,crit_path_max_incr_delay,0.40,ns
floorplanning,die-area,0.0221,mm^2
final_timing,holdWs,0.105,ns
final_timing,slew_headroom,82.1,%
synth,synth_top_cell_by_area,"dfrtp_1",
critical_path,cp_num_buf_inv,1,
floorplanning,die_w,149,um
synth,yosysTopAreaCellShare,66.9,%
critical_path,start_kind,"flip-flop",
final_timing,finalHoldViolations,0,
final_timing,min_period_over_period,108,%
cts,clock_sinks,288,
floorplanning,dieHeight,149,um
final_layout,finalNonFillerCells,1146,
critical_path,path_delay_family,"flip-flops",
critical_path,end_kind,"primary output",
cts,cts-root-buf,"clkbuf_16",
final_layout,lay_top_cells,"dfrtp_1, mux2_2, buf_2, buf_4, clkbuf_16",
synth,avgSynthCellArea,17.7,um^2
power_and_ir_drop,power.leakage,6.18,nW
final_timing,tightest_slew,0.268,ns
final_timing,drv_slew,0,
synth,netlist_area,0.0108,mm^2
synth,ys_cells,609,
routing,antenna_left,0,
placed_design,dp.cells,1042,
final_timing,rsz0062_at_grt,"true",
routing,first_pass_iters,4,
floorplanning,row_count,53,
placed_design,port_buffers,162,
run_status,violations,"negative setup slack",
routing,n_antenna_cell,0,
routing,via_count,5676,
critical_path,worstPathArrival,1.06,ns
placed_design,dp_slack,-0.0124,ns
grt,grt_max_degree,52,
final_layout,final_layout_top_logic_cell,"dfrtp_1",
power_and_ir_drop,peakVddDrop,1.22,mV
synth,yosys_area,0.0108,mm^2
cts,cts_max_level,1,
final_timing,fin_ws,-0.0969,ns
critical_path,criticalPathCategory,"reg -> out",
grt,overflow,0,
routing,remaining_drc_errors,0,
floorplanning,fp_util,51.1,%
final_layout,drive_above_1_share,63.8,%
flow_run,tool_warnings,173,
final_timing,fin_skew,0.00970,ns
critical_path,crit_required,0.96,ns
cts,clkLatencyLatePin,0.53,ns
synth,ys_ff,288,
routing,routedWlPerCell,16.6,um
cts,tritoncts,"built",
cts,cts_hold_buf,0,
grt,grt_pass1_wl,31100,um
critical_path,crit_fanout,2,
synth,ys_seq_share,66.9,%
cts,clkSlewWorstSetupHoldPaths,0.05,ns
flow_run,drv_cap,0,
final_layout,area_growth,25.1,%
run_status,outcome,"finished with violations",
power_and_ir_drop,power_density,2180,mW/mm^2
grt,antenna_found_initial,0,
final_timing,finalCriticalPeriod,1.30,ns
floorplanning,core-area,0.0211,mm^2
final_timing,fmax,0.771,GHz
routing,drtIter0Drc,113,
critical_path,crit_slowest_cell,"dfrtp_1",
cts,cts_buffer_depth,3,
routing,avgViaCountPerCell,4.95,
final_timing,setup-tns-final,-8.64,ns
critical_path,path_cells,"buf_2",
placed_design,dp_hpwl,12900,um
floorplanning,ioPinCount,307,
synth,yosysWarnings,1,
placed_design,gp_congestion,0.784,
final cells by class:
cell class / count / area [um^2]
Fill cell: 1509 / 7600
Sequential cell: 288 / 7210
Multi-Input combinational cell: 288 / 3240
Timing Repair Buffer: 240 / 1720
Clock buffer: 46 / 892
Tap cell: 275 / 344
Clock inverter: 8 / 67.6
Inverter: 1 / 7.51
what timing repair did:
item / 4_1_cts / 5_1_grt
setup endpoints to repair: 144 / 144
gates resized: 468 / 1
buffers inserted: 36 / 14
worst reg2reg max path: stages (launching register included):
cell and delay, ns:
dfrtp_1 0.38, buf_4 0.14, buf_4 0.11, mux2_2 0.25
Yosys cell counts:
cell type	count
inv_1	1
dfrtp_1	288
buf_2	6
buf_6	26
mux2_2	287
mux2_1	1
kinds of logic (layout without fill, tap and decap cells):
logic type / after synthesis / in the layout / synth area share [%]
DFF: 288 / 288 / 66.9
buffers and inverters: 33 / 295 / 3.03
muxes: 288 / 288 / 30.1
stage by stage:
stage               cell area, um^2  util [%]  total power [mW]
floorplan                     10800         -              16.9
global placement              12900      61.0              21.2
detailed placement            12900      61.0              21.5
CTS                           13400      63.4              29.5
global route                  13500      63.9              31.2
finish                        13500      63.9              29.4
sequential cells by signal, summed over array words and instances, names as in the netlist:
name,count
out_parallel,144
sreg,144
power by group:
part | total, mW | switching [mW] | internal, mW | leakage (nW)
logic | 5.98 | 1.65 | 4.33 | 2.29
clock network | 8.75 | 3.46 | 5.29 | 0.474
registers | 14.6 | 1.87 | 12.8 | 3.41
path summary, 6_finish.rpt:
check	slack, ns	end	start	depth (start not counted)
setup / recovery	-0.1	out_parallel[140]	out_parallel[140]	1
hold / removal	0.11	out_parallel[74]	load	2
setup reg to reg	0.20	out_parallel[69]	out_parallel[69]	3
hold reg to reg	0.50	out_parallel[54]	out_parallel[54]	1
max in group asynchronous	0.68	out_parallel[77]	rst	4
min in group asynchronous	0.19	out_parallel[85]	rst	3
layer usage:
metal / routed length, um / up-vias / track usage, % / part of all wire, %
met5: 0 / - / 0 / 0
met4: 228 / 0 / 2.65 / 1.2
met3: 2020 / 21 / 7.33 / 11
met2: 7840 / 172 / 25.2 / 41
met1: 8940 / 2839 / 32.4 / 47
li1: - / 2644 / - / -
Power is estimated from default activity; no workload was simulated.
