==> ./design.v <==
module sreg_piso_9_bit
    #(parameter WIDTH=9) (
        input clk, rst, load,
        input [WIDTH-1:0] in_parallel,
        output out_serial
    );
    reg [WIDTH-1:0] sreg;
    always @(posedge clk or posedge rst) begin
        if (rst) begin
            sreg <= 1'b0;
        end else if (load) begin
            sreg <= in_parallel;
        end else begin
            sreg <= {1'b0, sreg[WIDTH-1:1]};
        end
    end
    assign out_serial = sreg[0];
endmodule
==> ./run.sh <==
#!/bin/bash
# OpenROAD 26Q1-2900-gdf79404cd8, Yosys 0.63+post, stock flow scripts
make -C /OpenROAD-flow-scripts/flow DESIGN_CONFIG=/design/flow/config.mk WORK_HOME=/design/flow/orfs finish
==> ./config.mk <==
export PLATFORM = sky130hd
export DESIGN_NAME = sreg_piso_9_bit
export DESIGN_NICKNAME = sreg_piso_9_bit
export VERILOG_FILES = /design/flow/design.v
export SDC_FILE = /design/flow/constraint.sdc
export NUM_CORES = 4
export LEC_CHECK = 1
export CORE_AREA = 10 10 70 70
export DIE_AREA = 0 0 80 80
==> ./constraint.sdc <==
current_design sreg_piso_9_bit

set clk_period 1.5
set clk_io_pct 0.2

create_clock -name clk0 -period $clk_period [get_ports {clk}]

set non_clock_inputs [all_inputs -no_clocks]
set_input_delay [expr $clk_period * $clk_io_pct] -clock clk0 $non_clock_inputs
set_output_delay [expr $clk_period * $clk_io_pct] -clock clk0 [all_outputs]
==> flow_summary.ini <==
; implementation run metrics
[run_status]
outcome = complete, no violations

[cts]
cts_tree = built
clkSinkCount = 9
cts-resized-gates = 0
total_of_hold_buffers_inserted_after_clock_tree_synthesis = 0
htreeDepth = 1
post_cts.repair.setup_buffers = 0
clock_insertion_delay_worst_skew_ns = 0.25
cts_made_buffers = 3
cts.path.max_buffers = 2
clockRootBuffer = sky130_fd_sc_hd__clkbuf_4
cts.clk_slew.worst_paths_ns = 0.06

[worst_setup_path]
endpoint_arrival_time_on_the_critical_path_ns = 1.03
timing.critical_path.from_type = flip-flop
dominant_delay_contributor_by_cell_family_on_the_critical_path = buffers and inverters
path_depth = 1
path_cells = clkdlybuf4s50_1
cp_slowest_stage_delay_ns = 0.47
worstPathBufferInverterCount = 1
critical_path.slowest_cell = sky130_fd_sc_hd__clkdlybuf4s50_1
ff2ff_path_depth = 1
kind_of_capture_point_of_the_worst_setup_path = output pin
critPathKind = flip-flop to output pin
cp.required_ns = 1.20
crit_path_max_fanout = 1

[yosys]
syn_area_per_cell_sq_um = 18.39
synthCells = 20
synth.lib_cells_used.distinct = 5
seq_area_frac_synth = 0.6122
synth-cells-yosys = 20
synth_flops = 9
post_synth_instance_area_sq_um = 367.9
synth.yosys.chip_area_sq_um = 367.9
synth_warnings = 1

[final_timing]
tns_ns = 0
grt_setup_unrepaired = false
timing_hold_violations_final = 0
fmax_mhz = 750.6
max-slew-margin-rel = 0.7748
final.period_utilization = 0.8881
finClkSkew_ns = 0.001591
period_minus_slack_ns = 1.332
timing.final.setup_violations = 0
worstMarginPinSlew_ns = 0.3374
slew_violations = 0

[floorplan]
die_height_um = 80
die_w_um = 80
initCoreUtil = 0.1077
floorplan.die_area_sq_um = 6400
core_box_area_sq_um = 3416
pin_count = 13
core.rowCount = 21

[finish]
final-seq-area_sq_um = 225.2
mi_logic_area_sq_um = 127.6
largest_register_ff_count = 9
post_route_cells_drive_above_1_share = 0.3784
layout_top_registers = sreg: 9 flops
syn_to_final_growth_pct = 56.46
lay_top_count = sky130_fd_sc_hd__clkdlybuf4s50_1
fillers = 385
largest_register = sreg
layout.cells.most_common_list = sky130_fd_sc_hd__clkdlybuf4s50_1 (12), sky130_fd_sc_hd__dfrtp_1 (9), sky130_fd_sc_hd__mux2_4 (8), sky130_fd_sc_hd__clkbuf_4 (3), sky130_fd_sc_hd__buf_4 (2)
final_core_util = 0.1685

[global_routing]
grt_antenna_before_repair = 0
grt_start_max_net_pins = 10
wire_length_of_the_first_global_routing_pass_mm = 1.242
gr-total-overflow = 0
track_usage = 0.02636
vias_in_the_first_global_route = 260

[placed_design]
port_buffers = 12
gp_congestion = 0.6185

[pwr]
proportion_of_power_drawn_by_flip_flops_and_latches = 0.507
switching_share = 0.1915
clockPowerShare = 0.333
vdd_ir_drop_max_uv = 352.5
cellLeakagePower_nw = 0.2533
power_switching_mw = 0.1019
cellInternalPower_mw = 0.4303
combinationalPowerShare = 0.160
power.density_nw_per_um2 = 924.7

[drt]
initialDrtViolationCount = 13
drt.antenna.violating_nets = 0
wl_per_cell_um = 9.253
detail_route.first_pass.iterations = 2
drt_wl_total_um = 768
via_count_of_the_routed_design = 215
remaining_drc_errors = 0
detail_route.antenna_diodes = 0
route.detailed.vias_per_inst = 2.590

[flow_run]
max_cap_violations = 0
log.warning_count = 25

[hold_path]
holdCritPathClass = input port to asynchronous set/reset pin
-- power groups by stage --
stage	registers, mW	logic (mW)	clock network, mW
after CTS	0.270	0.0869	0.188
final	0.270	0.0850	0.177
after global routing	0.272	0.0926	0.204
-- cell families (layout without fill, tap and decap cells) --
group	after synthesis	in the layout	share of synthesized area
buffers and inverters	2	19	0.04080
muxes	8	8	0.3265
and+or+nand+nor	1	1	0.02042
DFF	9	9	0.6123
-- per-stage QoR --
stage / instance area (sq um) / instances / hold WS, ns / setup WS (ns) / power [mW]
after floorplan: 367.9 / 20 / 0.1279 / 0.6552 / 0.3181
after global placement: 549.3 / 79 / 0.4624 / 0.1338 / 0.3594
after detailed placement: 549.3 / 79 / 0.4647 / 0.1391 / 0.3605
after CTS: 575.6 / 83 / 0.3257 / 0.1496 / 0.5445
after global routing: 575.6 / 83 / 0.3474 / 0.1092 / 0.5684
final: 575.6 / 83 / 0.3121 / 0.1678 / 0.5322
-- layout make-up --
cell class | instances | share of cell area
Inverter | 1 | 0.006522
Tap cell | 46 | 0.1000
Timing Repair Buffer | 14 | 0.2348
Clock buffer | 4 | 0.04565
Sequential cell | 9 | 0.3913
Multi-Input combinational cell | 9 | 0.2217
-- synth_stat cells --
library cell / n / area share
sky130_fd_sc_hd__and2_2: 1 / 0.020
sky130_fd_sc_hd__buf_6: 1 / 0.031
sky130_fd_sc_hd__dfrtp_1: 9 / 0.61
sky130_fd_sc_hd__inv_1: 1 / 0.010
sky130_fd_sc_hd__mux2_4: 8 / 0.33
-- worst paths after layout --
check | slack [ns] | to | start
hold reg to reg | 0.48 | sreg[6] | sreg[7]
setup / recovery | 0.17 | out_serial | sreg[0]
setup reg to reg | 0.76 | sreg[7] | sreg[8]
hold / removal | 0.31 | sreg[4] | rst
max in group asynchronous | 0.94 | sreg[8] | rst
min in group clk0 | 0.48 | sreg[6] | sreg[7]
-- per-layer routing --
layer	up-vias	track usage	part of all wire
li1	100	-	-
met1	101	0.03055	0.41
met2	12	0.03371	0.40
met3	2	0.02841	0.18
met4	0	0.001761	0.0065
met5	-	0	0
Power is estimated from default activity; no workload was simulated.
